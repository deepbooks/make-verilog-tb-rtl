**flow/design.v**
```verilog
`timescale 1ns/10ps
module counter # (
    parameter width = 4
) (
        input   clk,
        input   rstn,
        output  reg [width - 1:0]       out
);
    always @(posedge clk) begin
        if(!rstn) begin
            out <= out + 1;
        end else begin
            out <= 0;
        end
    end
endmodule
```
**flow/config.mk**
```make
export PLATFORM = sky130hd
export DESIGN_NAME = counter
export DESIGN_NICKNAME = counter
export VERILOG_FILES = /design/flow/design.v
export SDC_FILE = /design/flow/constraint.sdc
export NUM_CORES = 4
export LEC_CHECK = 1
export CORE_AREA = 10 10 70 70
export DIE_AREA = 0 0 80 80
```
**flow/constraint.sdc**
```tcl
current_design counter

set clk_period 1.2
set clk_io_pct 0.2

create_clock -name clk0 -period $clk_period [get_ports {clk}]

set non_clock_inputs [all_inputs -no_clocks]
set_input_delay [expr $clk_period * $clk_io_pct] -clock clk0 $non_clock_inputs
set_output_delay [expr $clk_period * $clk_io_pct] -clock clk0 [all_outputs]
```
**flow/run.sh**
```bash
#!/bin/bash
# OpenROAD 26Q1-2900-gdf79404cd8, Yosys 0.63+post, stock flow scripts
make -C /OpenROAD-flow-scripts/flow DESIGN_CONFIG=/design/flow/config.mk WORK_HOME=/design/flow/orfs finish
```
==> job_summary.md <==
## Synthesis and layout report

| Metric | Value |
|---|---|
| Top Usage Layer GRT | `met3` |
| Crit-path slowest cell | `dfxtp_1` |
| Share of cells above drive strength 1 | `0.440` |
| Max-cap violations | `0` |
| Unrepaired setup endpoints after global routing | `no` |
| Area grow syn2layout | `111%` |
| DR WL/cell | `6.35 um` |
| Sequential area share after synthesis | `0.552` |
| I/O Pins | `6` |
| CTS Buf Count | `3` |
| Vias/cell | `2.03` |
| Top cells excl fill/tap | `dlygate4sd2_1 (4), buf_4 (4), nor2_1 (3), clkbuf_4 (3), dfxtp_2 (3)` |
| FF-to-FF Start | `out[2]$_SDFF_PP0_` |
| Power Density | `1170 nW/um^2` |
| Setup crit end kind | `primary output` |
| # H-tree levels | `1` |
| Clk ins delay skew pair | `0.24 ns` |
| Outcome | `complete, no violations` |
| GRT overflow | `0` |
| Placed cells | `65` |
| Met3 GRT Util | `0.0352` |
| OpenROAD warnings | `25` |
| FF-to-FF End | `out[3]$_SDFF_PP0_` |
| Layout Skew | `0.00568 ns` |
| Initial drt markers | `6` |
| Hold path cells | `2` |
| CTS Buffer Depth | `2` |
| CP startpoint | `out[1]$_SDFF_PP0_` |
| Root buffer cell | `clkbuf_4` |
| CP arrival | `0.83 ns` |
| Largest net degree at the start of global routing | `4` |
| Fin. max-slew vios | `0` |
| Average size of a mapped cell | `11.2 um^2` |
| Crit-path cells | `dlygate4sd2_1` |
| Hold Fails Final Rpt | `0` |
| Worst stage delay on the critical path | `0.35 ns` |
| First-pass GRT wire length | `765 um` |
| Iteration tally of the first detailed-router pass | `2` |
| Gr usage total | `0.0176` |
| WP buf/inv | `1` |
| Endpoints failing setup | `0` |
| Worst setup path class | `register to primary output` |
| Core area | `3420 um^2` |
| YS chip area | `145 um^2` |
| Worst VDD drop | `0.148 mV` |
| Hold endpoint | `out[0]$_SDFF_PP0_` |
| Met1 usage | `0.0126` |
| Hold Crit Class | `register to register` |
| Routed Antenna Nets | `0` |
| Top delay family on crit path | `flip-flops` |
| Final Non-Filler Cells | `72` |
| GPL Wtd Cong | `0.674` |
| Num rows | `21` |
| Die X | `80 um` |
| WL final | `457 um` |
| Yosys reg bits | `4` |
| Post-detail-place hpwl | `306 um` |
| Initial antenna violation count | `0` |
| Pleak | `0.133 nW` |
| Ys Warns | `1` |
| Register-to-register setup slack | `0.25 ns` |
| CTS sink count | `4` |
| Worst Path Required | `0.96 ns` |
| Drc violations | `0` |
| CP Launch Type | `register` |
| Register-to-Register Path Depth | `3` |
| Top reg by flops | `out` |
| Synth cell types | `7` |
| Worst slew margin | `0.906` |
| Setup TNS | `0 ns` |
| Fin crit share | `0.888` |
| Number of global-route vias before repair | `163` |
| Max FFs per register | `4` |
| Post-synthesis cell area | `145 um^2` |
| Period minus WS final | `1.07 ns` |
| Crit-path max FO | `3` |
| Total number of vias | `146` |
| FMAX | `939 MHz` |
| CTS tree | `yes` |
| Cell count after synthesis | `13` |
| Hold_buf cts | `0` |
| Worst Tran Pin Value | `0.141 ns` |
| PortBufs | `5` |
| Met2 GRT Util | `0.0193` |
| Overall Power | `0.358 mW` |
| Biggest regs | `out: 4 flops` |
| Chip area | `6400 um^2` |
| Die Ht | `80 um` |
| Yosys Instances | `13` |
| Core Util at FP | `0.0425` |
| Reg clk slew, reported paths | `0.03 ns` |
| Hold Startpoint | `out[0]$_SDFF_PP0_` |
-- kinds of logic after synthesis --
group,share of synthesized area
AND/OR/NAND/NOR,0.198
multiplexers,0.103
adder cells (fa/ha/maj),0.0862
flip-flops,0.552
XOR/XNOR,0.0604
-- through the flow --
step | instance area, um^2 | worst slack (ns) | util | hold WS, ns
finish | 307 | 0.135 | 0.0897 | 0.500
global route | 304 | 0.0785 | 0.0890 | 0.524
CTS | 304 | 0.103 | 0.0890 | 0.504
detailed placement | 260 | 0.0269 | 0.0762 | 0.458
global placement | 260 | 0.0420 | 0.0762 | 0.442
floorplan | 145 | 0.380 | - | 0.307
-- Yosys cell counts --
cell | number | area share
nor2_1 | 3 | 0.078
nand3_1 | 1 | 0.034
xnor2_1 | 1 | 0.060
ha_1 | 1 | 0.086
dfxtp_1 | 4 | 0.55
nor2b_1 | 2 | 0.086
mux2_4 | 1 | 0.10
-- worst max path at each step --
stage | cells after the start | to
final | 1 | out[1]
after global routing | 1 | out[1]
after CTS | 1 | out[1]
-- repair_timing --
item / 4_1_cts / 5_1_grt
setup endpoints to repair: 4 / 0
gates resized: 7 / 0
setup buffers: 3 / 0
-- metal layers --
layer | wire (um) | up-vias | share of wire
met3 | 172 | 0 | 0.38
met5 | 0 | - | 0
met4 | 0 | 0 | 0
li1 | - | 70 | -
met1 | 147 | 66 | 0.32
met2 | 138 | 10 | 0.30
-- area by class of cell --
cell class	count	area (um^2)
Tap cell	46	57.6
Antenna cell	1	2.50
Multi-Input combinational cell	9	65.1
Timing Repair Buffer	9	75.1
Clock buffer	3	22.5
Sequential cell	4	83.8
Fill cell	404	3110
-- power breakdown --
| group | switching (mW) | internal [mW] | total, mW |
|---|---|---|---|
| clock | 0.0573 | 0.112 | 0.169 |
| combinational | 0.0141 | 0.0261 | 0.0402 |
| sequential | 0.00518 | 0.143 | 0.148 |
| total | 0.0766 | 0.281 | 0.358 |
No activity file was given, so power comes from the tool's default toggle rates.
